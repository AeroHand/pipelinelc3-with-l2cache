File: flow/run.sh
#!/bin/bash
# OpenROAD 26Q1-2900-gdf79404cd8, Yosys 0.63+post, stock flow scripts
make -C /OpenROAD-flow-scripts/flow DESIGN_CONFIG=/design/flow/config.mk WORK_HOME=/design/flow/orfs finish
File: flow/config.mk
export PLATFORM = sky130hd
export DESIGN_NAME = cache_control
export DESIGN_NICKNAME = cache_control
export VERILOG_FILES = /design/flow/design.v
export SDC_FILE = /design/flow/constraint.sdc
export NUM_CORES = 4
export LEC_CHECK = 1
export CORE_AREA = 10 10 70 70
export DIE_AREA = 0 0 80 80
File: flow/constraint.sdc
current_design cache_control

set clk_period 1.5
set clk_io_pct 0.2

create_clock -name clk0 -period $clk_period [get_ports {clk}]

set non_clock_inputs [all_inputs -no_clocks]
set_input_delay [expr $clk_period * $clk_io_pct] -clock clk0 $non_clock_inputs
set_output_delay [expr $clk_period * $clk_io_pct] -clock clk0 [all_outputs]
File: flow/design.v
package lc3b_types;
typedef logic [15:0] lc3b_word;
typedef logic  [7:0] lc3b_byte;
typedef logic  [8:0] lc3b_offset9;
typedef logic  [5:0] lc3b_offset6;
typedef logic  [2:0] lc3b_reg;
typedef logic  [2:0] lc3b_nzp;
typedef logic  [1:0] lc3b_mem_wmask;
typedef logic	[19:0] lc3b_twenty;
typedef logic	[10:0] lc3b_eleven;
typedef logic	[3:0] lc3b_four;
typedef enum bit [3:0] {
    op_add  = 4'b0001,
    op_and  = 4'b0101,
    op_br   = 4'b0000,
    op_jmp  = 4'b1100,    
    op_jsr  = 4'b0100,    
    op_ldb  = 4'b0010,
    op_ldi  = 4'b1010,
    op_ldr  = 4'b0110,
    op_lea  = 4'b1110,
    op_not  = 4'b1001,
    op_rti  = 4'b1000,
    op_shf  = 4'b1101,
    op_stb  = 4'b0011,
    op_sti  = 4'b1011,
    op_str  = 4'b0111,
    op_trap = 4'b1111
} lc3b_opcode;
typedef enum bit [3:0] {
    alu_add,
    alu_and,
    alu_not,
    alu_pass,
    alu_sll,
    alu_srl,
    alu_sra
} lc3b_aluop;
typedef struct packed {
    logic [3:0] opcode;
    lc3b_aluop aluop;
    logic load_cc;
    logic load_regfile;
    logic load_mdr;
    logic load_mar;
    logic mem_read;
    logic mem_write;
    logic destmux_sel; 
    logic storemux_sel;
    logic adjmux_sel; 
    logic [2:0] pcmux_sel;
    logic [2:0] alumux_sel;
    logic [2:0] regfilemux_sel;
    logic [1:0] mdrmux_sel;
    logic [1:0] marmux_sel;
    logic if_id_enable;
    logic id_ex_enable;
    logic ex_mem_enable;
    logic mem_wb_enable;
    logic in_branch;
    logic in_byte;
    logic in_indirect;
    logic in_sti;
    logic in_mem;
    logic in_ld;
    logic in_st;
    logic set_r7;
    logic in_lea;
} lc3b_control_word;
endpackage : lc3b_types
import lc3b_types::*;  
module cache_control
(
	 input clk,
	input lru_out,
	input mem_read,
	input mem_write,
	input tag_match,
	input valid,
	input dirty,
	input tag_sel,
	output logic write_one,
	output logic write_two,
	output logic dirty_one_in,
	output logic dirty_two_in,
	output logic mem_resp,
	output logic lru_write,
	output logic writemux_sel,
	output logic write_dirty_one,
	output logic write_dirty_two,
   input pmem_resp,
   output logic pmem_read,
   output logic pmem_write
);
enum int unsigned {
	 check,
	 get,
	 store,
	 read_write
} state, next_state;
always_comb
begin : state_actions
	write_one = 1'b0;
	write_two = 1'b0;
	dirty_one_in = 1'b0;
	dirty_two_in = 1'b0;
	write_dirty_one = 1'b0;
	write_dirty_two = 1'b0;
	pmem_read = 1'b0;
	pmem_write = 1'b0;
	mem_resp = 1'b0;
	lru_write = 1'b0;
	writemux_sel = 1'b0;
	case(state)
	check: begin
	if(tag_match && valid && (mem_read || mem_write)) 
		begin
			lru_write = 1;
			mem_resp = 1;
			if (mem_write == 1)
				begin
					writemux_sel = 1;
					if(tag_sel == 0) 
						begin
							write_one = 1;
							write_dirty_one = 1;
							dirty_one_in = 1;
						end
					else 
						begin
							write_two = 1;
							write_dirty_two = 1;
							dirty_two_in = 1;
						end
				end
		end
	end
	get: begin
		pmem_read = 1;
		if(pmem_resp == 1)
			begin
				if(lru_out == 0)
					write_one = 1;
				else
					write_two = 1;
			end
	end
	store: begin
		pmem_write = 1;
		if(lru_out == 0)
			begin
				write_dirty_one = 1;
				dirty_one_in = 0;
			end
			else
				begin
					write_dirty_two = 1;
					dirty_two_in = 0;
				end
		end
	read_write: begin
		mem_resp = 1;
		lru_write = 1;
		if (mem_write == 0)
			begin
				write_one = 1;
				write_dirty_one = 1;
				dirty_one_in = 1;
			end
		else
			begin
				writemux_sel = 1;
				if(tag_sel == 1)
					begin
						write_two = 1;
						write_dirty_two = 1;
						dirty_two_in = 1;
					end
			end
	end
        default:  ;
    endcase
end
always_comb
begin : next_state_logic
	 next_state = state;
    case(state)
	check: begin
		if(tag_match && valid && (mem_read || mem_write))
			next_state = check;
		else if(mem_read || mem_write) begin
			if(dirty == 1)
				next_state = store;
			else
				next_state = get;
			end
	end
	store: begin
	if(pmem_resp == 0)
		next_state = store;
	else
		next_state = get;
	end
	get: begin
		if(pmem_resp == 0)
			next_state = get;
		else
			next_state = read_write;
	end
	read_write: begin
		next_state = check;
	end
	default:  ;
	endcase
end
always_ff @(posedge clk)
begin: next_state_assignment
	 state <= next_state;
end
endmodule : cache_control
==> changes_impl.md <==
## Implementation

- Gr usage total: ~3.0%
- Endpoint class of the critical path: output port
- CP peak stage delay: about 0.24 ns
- Final WL: roughly 990 microns
- Clock slew at reported path FFs: ~0.04 ns
- Io pins: 20
- Mapped cell area: between 200 and 250 sq um
- Fin util: between 15 and 20%
- Clk sinks: 4
- Cell Pwr Density: 856 nW/um^2
- Mean Syn Cell Area: just over 8 sq um
- Chip Height: 80 microns
- CP Class: in -> out
- Dpl cells: 98
- Remaining global-route overflow: 0
- Distinct lib cells: 19
- Worst Setup SP: tag_sel
- Antenna-violating nets left: 0
- Fmax: ~700 MHz
- GPL Wtd Cong: 0.728
- Drt drc: 0
- Port-buffer cells: 19
- Slew headroom: 84.7%
- CTS Buf Count: 3
- Tool Warnings: 26
- Reg-to-Reg End: state[2]
- Largest Register: state
- Largest regs: state (4)
- Status: finished, final reports clean
- FF+latch area: between 80 and 90 sq um
- Setup ws final: between 0.04 and 0.05 ns
- CP cell instances: dlygate4sd2_1 -> nand4b_1 -> buf_4 -> o211ai_1 -> buf_2
- Worst hold-check path type: reg -> reg
- # Max-Cap Violations: 0
- Drt wl/cell: around 9.7 microns
- Worst reg-to-reg path cell count: 3
- Unrepaired setup endpoints after global routing: true
- Share of cells above drive strength 1: a little under a third
- CTS root buffer: clkbuf_4
- Crit path to: write_one
- Chip area: between 6000 and 7000 sq um
- Die width: 80 microns
- Sequential share of the synthesized area: roughly a third
- FF+latch count, synth: 4
- Final Critical Period: around 1.5 ns
- # H-tree levels: 1
- Yosys warns: 1
- # rows: 21
- Comb area: approximately 170 sq um
- N_diodes: 0
- Slew of the pin with the lowest slew margin: ~0.23 ns
- Final Setup Violations: 0
- Startpoint Class: input port
- Antenna violations before repair: 0
- Vias: between 300 and 400
- Number of global-route vias before repair: 350
- Synthesis-to-finish area growth: 126%
- Largest net degree at the start of global routing: 6
- Max-slew violations: 0
- Worst-path fanout max: 2
- Via-per-instance ratio: 3.25
- LEAKAGE: 0.000253 uW
- Worst Path Arrival: around 1.2 ns
- TritonRoute pass-1 iters: 4
- Cts hold-fix bufs: 0
- Critical path's slowest cell: dlygate4sd2_1
- R2R setup slack: slightly above 0.7 ns
- Yosys Chip Area: 243 sq um
- Max reg flops: 4
- Latency at later pin: 0.23 ns
- Endpoints failing hold: 0
- CTS tree: yes
- Worst IR drop on VDD: approximately 0.19 mV
- # Cells Yosys: 30
- Gate Count Post-Synth: 30
- Pre-CTS setup slack: -0.518 ns
- Fillers: 392
- CP required: roughly 1.2 ns
- Design Power: roughly 470 uW
- Post-Layout Cell Count: 102
- Setup Skew: about 0.0045 ns
- Fin crit share: between 90% and 100%
- DPL Wire Length: roughly 830 microns
- FF-to-FF Start: state[1]
- CTS max path bufs: 2
- Hold WS: a little under 0.5 ns
- FP Core Util: approximately 7%
- First-pass GRT wire length: 1590 microns
- Initial DRC count: 22
- Core box area: around 3400 sq um
-- final cells by class --
class,count,share of cell area [%]
tap,46,10.5
clock buffer,3,4.11
sequential,4,15.5
inverter,2,1.37
timing repair buffer,24,36.8
multi-input combinational,23,31.7
-- Yosys cell counts (all sizes together) --
| cell type | instances | area share (%) |
|---|---|---|
| nand3b | 1 | 3.1 |
| and2 | 1 | 2.6 |
| a21o | 1 | 3.1 |
| mux2i | 1 | 4.1 |
| o2111ai | 1 | 3.6 |
| o2bb2ai | 2 | 7.2 |
| inv | 2 | 3.1 |
| a31oi | 1 | 2.6 |
| dfxtp | 4 | 33 |
| o221ai | 1 | 3.6 |
| o211ai | 1 | 3.1 |
| o21ai | 3 | 6.2 |
| nor2 | 2 | 3.1 |
| buf | 1 | 3.1 |
| nand2 | 3 | 4.6 |
| nand4b | 1 | 3.6 |
| nand2b | 3 | 7.7 |
| o22ai | 1 | 2.6 |
-- per-layer routing --
metal	GRT usage, %	vias to the layer above	wire length [microns]
met5	0	-	0
met4	1.58	0	34
met3	0.568	2	62
met2	4.98	13	482
met1	3.45	152	405
li1	-	165	-
-- how the worst min path moves through the flow --
stage,from,to,cells past startpoint
after global routing,state[3],state[0],1
final,state[3],state[0],1
after CTS,state[3],state[0],1
-- where the power goes --
group / internal (uW) / switching, uW / total (uW) / leakage (uW)
clock network: 89.4 / 43.1 / 133 / 0.0000138
logic: 115 / 60.7 / 175 / 0.000206
registers: 134 / 26.9 / 161 / 0.0000338
-- cells by family (layout without fill, tap and decap cells) --
kind of cell	after synthesis	count (layout)	share of synthesized area (%)
multiplexers	1	1	4.12
flip-flops	4	4	33.0
buffers and inverters	3	29	6.19
AND-OR/OR-AND	11	11	32.0
AND/OR/NAND/NOR	11	11	24.7
-- critical path: cells and delay by family --
kind | cells | cell delay [ns]
AND-OR/OR-AND | 1 | 0.13
AND/OR/NAND/NOR | 1 | 0.19
buffers and inverters | 3 | 0.53
-- stage by stage --
stage	TNS, ns	instance area, sq um
floorplan	0	243
global placement	-3.86	513
detailed placement	-3.98	513
CTS	0	544
global route	-0.00868	548
finish	0	548
-- placed cells by master (no fill, tap or decap), types with 2 or more instances in the layout --
cell / n
nand2_1: 2
nor2_1: 2
nand2b_1: 3
o21ai_1: 2
buf_4: 5
buf_2: 2
clkdlybuf4s50_1: 3
clkbuf_4: 3
dlygate4sd2_1: 11
inv_1: 2
dfxtp_1: 2
o2bb2ai_1: 2
-- repair_timing --
action / CTS / global route
cloned: 0 / 0
pin swaps: 8 / 2
endpoints found under the setup margin: 9 / 3
resized: 29 / 3
setup buffers: 1 / 0
Power is estimated from default activity; no workload was simulated.
