--- flow/design.v ---
package lc3b_types;
typedef logic [15:0] lc3b_word;
typedef logic  [7:0] lc3b_byte;
typedef logic  [8:0] lc3b_offset9;
typedef logic  [5:0] lc3b_offset6;
typedef logic  [2:0] lc3b_reg;
typedef logic  [2:0] lc3b_nzp;
typedef logic  [1:0] lc3b_mem_wmask;
typedef logic	[19:0] lc3b_twenty;
typedef logic	[10:0] lc3b_eleven;
typedef logic	[3:0] lc3b_four;
typedef enum bit [3:0] {
    op_add  = 4'b0001,
    op_and  = 4'b0101,
    op_br   = 4'b0000,
    op_jmp  = 4'b1100,    
    op_jsr  = 4'b0100,    
    op_ldb  = 4'b0010,
    op_ldi  = 4'b1010,
    op_ldr  = 4'b0110,
    op_lea  = 4'b1110,
    op_not  = 4'b1001,
    op_rti  = 4'b1000,
    op_shf  = 4'b1101,
    op_stb  = 4'b0011,
    op_sti  = 4'b1011,
    op_str  = 4'b0111,
    op_trap = 4'b1111
} lc3b_opcode;
typedef enum bit [3:0] {
    alu_add,
    alu_and,
    alu_not,
    alu_pass,
    alu_sll,
    alu_srl,
    alu_sra
} lc3b_aluop;
typedef struct packed {
    logic [3:0] opcode;
    lc3b_aluop aluop;
    logic load_cc;
    logic load_regfile;
    logic load_mdr;
    logic load_mar;
    logic mem_read;
    logic mem_write;
    logic destmux_sel; 
    logic storemux_sel;
    logic adjmux_sel; 
    logic [2:0] pcmux_sel;
    logic [2:0] alumux_sel;
    logic [2:0] regfilemux_sel;
    logic [1:0] mdrmux_sel;
    logic [1:0] marmux_sel;
    logic if_id_enable;
    logic id_ex_enable;
    logic ex_mem_enable;
    logic mem_wb_enable;
    logic in_branch;
    logic in_byte;
    logic in_indirect;
    logic in_sti;
    logic in_mem;
    logic in_ld;
    logic in_st;
    logic set_r7;
    logic in_lea;
} lc3b_control_word;
endpackage : lc3b_types
module ff #(parameter width = 16)
(
    input clk,
    input load,
    input [width-1:0] d,
    output logic [width-1:0] q
);
logic [width-1:0] data;
initial
begin
    data = 1'b0;
end
always_ff @(posedge clk)
begin
    if (load)
    begin
        data = d;
    end
end
always_comb
begin
    q = data;
end
endmodule : ff
module ir1
(
    input clk,
    input load,
    input [15:0] if_plus2_out,
    input [15:0] imem_rdata,
    output logic [15:0] if_id_pc_out,
    output logic [15:0] if_id_instr_out
);
ff if_id_pc_ff
(
    .clk(clk),
    .load(load),
    .d(if_plus2_out),
    .q(if_id_pc_out)
);
ff if_id_instr_ff
(
    .clk(clk),
    .load(load),
    .d(imem_rdata),
    .q(if_id_instr_out)
);
endmodule : ir1
--- flow/config.mk ---
export PLATFORM = sky130hd
export DESIGN_NAME = ir1
export DESIGN_NICKNAME = ir1
export VERILOG_FILES = /design/flow/design.v
export SDC_FILE = /design/flow/constraint.sdc
export NUM_CORES = 4
export LEC_CHECK = 1
export CORE_AREA = 10 10 109 109
export DIE_AREA = 0 0 119 119
--- flow/constraint.sdc ---
current_design ir1

set clk_period 1.0
set clk_io_pct 0.2

create_clock -name clk0 -period $clk_period [get_ports {clk}]

set non_clock_inputs [all_inputs -no_clocks]
set_input_delay [expr $clk_period * $clk_io_pct] -clock clk0 $non_clock_inputs
set_output_delay [expr $clk_period * $clk_io_pct] -clock clk0 [all_outputs]
--- flow/run.sh ---
#!/bin/bash
# OpenROAD 26Q1-2900-gdf79404cd8, Yosys 0.63+post, stock flow scripts
make -C /OpenROAD-flow-scripts/flow DESIGN_CONFIG=/design/flow/config.mk WORK_HOME=/design/flow/orfs finish
==> reports/README.md <==
| Parameter | Reported |
|:---|:---|
| Layout cells sized above 1 | 0.387 |
| Gate Count Post-Synth | 32 |
| Slowest stage cell, crit path | sky130_fd_sc_hd__edfxtp_1 |
| FMAX | 1010 MHz |
| Classification of the worst setup path | reg2out |
| Wire length of the first global-routing pass | 4560 um |
| Number of buffers on the longest clock path | 2 |
| Chip Footprint | 14200 um^2 |
| Post-Synthesis Cell Area | 961 um^2 |
| Number of setup violations in the final report | 0 |
| Inserted Clock Buffers | 5 |
| Top Ports | 66 |
| Yosys warnings | 1 |
| Post-layout minimum cycle time | 0.985 ns |
| Max cap viols | 0 |
| Worst-case setup slack after placement | -0.0125 ns |
| Most frequent standard cell in the layout excluding fill and tap cells | sky130_fd_sc_hd__buf_2 |
| Routed WL per cell | 12.9 um |
| Worst IR drop on VDD | 343 uV |
| First-pass DRT Iterations | 2 |
| Result of the run | finished, final reports clean |
| DRT Wirelength | 3100 um |
| Power per standard cell area | 1630 nW/um^2 |
| Yosys cell types | 1 |
| Top Layout Cells | sky130_fd_sc_hd__buf_2, sky130_fd_sc_hd__edfxtp_1, sky130_fd_sc_hd__clkdlybuf4s50_1, sky130_fd_sc_hd__clkbuf_8 |
| IO buf count | 65 |
| Summed negative setup slack over all endpoints | 0 ns |
| Critical path capture point type | output port |
| Number of antenna-violating nets in the routed design | 0 |
| Hold Crit Class | in2reg |
| Worst-case hold slack | 0.350 ns |
| Unrepaired setup endpoints after global routing | yes |
| Post-synth seq share | 1.00 |
| Final tally of hold violations | 0 |
| Count of routing violations after the opening detailed-route iteration | 19 |
| Largest net degree at the start of global routing | 25 |
| Count of unresolved DRC violations after routing | 0 |
| Synth flops | 32 |
| Slew Viols, Final | 0 |
| Arrival @ worst endpoint | 0.79 ns |
| Cell row count | 36 |
| H-tree level count | 2 |
| CTS Root Cell | sky130_fd_sc_hd__clkbuf_8 |
| TritonCTS clock tree | yes |
| CORE AREA | 9640 um^2 |
| Floorplan Utilization | 0.0997 |
| # Cells Yosys | 32 |
| Maximum cell stage delay along the critical path | 0.37 ns |
| Multi-input logic cell count | 0 |
| Lkg Pwr | 0.000623 uW |
| Number of antenna violations at the first check in global routing | 2 |
| Element type at the critical path start | flop |
| Vias in the first global route | 681 |
| Remaining max-slew budget at the tightest pin | 0.898 |
| CTS Sinks | 32 |
| Worst Path Buf+Inv | 1 |
| Clock input transition at the sequential cells of the worst setup and hold paths | 0.07 ns |
| Chip area estimate from yosys synthesis | 961 um^2 |
| Setup slack after layout | 0.0146 ns |
| Total number of vias | 591 |
| Kind of cell adding the most delay to the critical path | flip-flops |
| GR Overflow Total | 0 |
| Non-Filler Instances | 240 |
| Number of warnings in the stage logs | 27 |
| Ordered list of cells on the worst path | buf_2 |
| Critical-path maximum fanout | 1 |
| Synthesis-to-finish area growth | 79.0% |
| Slew at the pin with the worst max-slew slack | 0.153 ns |
| Vias per cell | 2.46 |
| Required time of the critical path | 0.80 ns |
| Fin util | 0.178 |
| Number of cells after detailed placement | 232 |
| Last weighted congestion value of the routability-driven placer | 0.644 |
| Vertical die size | 119 um |
| Combinational gate area | 0 um^2 |
| Average cell area after synthesis | 30.0 um^2 |
| Cycle use final | 0.985 |
| DP HPWL | 2500 um |
| Die X | 119 um |
| GRT Resource Usage Total | 0.0431 |
-- cell type report --
class / instances / area (um^2)
fill: 1072 / 7920
sequential: 32 / 961
timing repair buffer: 67 / 513
tap: 133 / 166
clock buffer: 6 / 72.6
clock inverter: 1 / 5.00
antenna: 1 / 2.50
-- Yosys cell counts, drive strengths merged --
library cell / n / area, um^2
edfxtp: 32 / 961
-- flip-flops by register name (all words and copies together), names as in the netlist --
signal	flops
if_id_pc_ff.data	16
if_id_instr_ff.data	16
-- final timing paths --
path                 from             endpoint  slack (ns)  cells past startpoint
max   if_id_pc_ff.data[5]      if_id_pc_out[5]        0.01                      1
min                  load  if_id_pc_ff.data[9]        0.35                      2
-- metal layers --
metal / track usage / vias up / part of all wire
met4: 0.00611 / 2 / 0.011
li1: - / 276 / -
met5: 0 / - / 0.0042
met2: 0.0588 / 44 / 0.41
met1: 0.0492 / 262 / 0.38
met3: 0.0412 / 7 / 0.19
-- report_power, final --
part / switching [uW] / internal, uW
sequential: 20.1 / 1590
combinational: 69.7 / 182
clock: 468 / 473
-- metrics by stage --
stage	total power [uW]	area (um^2)
floorplan	1620	961
global placement	2000	1800
detailed placement	2010	1800
CTS	2890	1720
global route	2970	1720
finish	2800	1720
-- what timing repair did --
item / 4_1_cts / 5_1_grt
pin swaps: 0 / 0
setup endpoints to repair: 32 / 22
hold endpoints to repair: 0 / 0
hold buffers: 0 / 0
gates resized: 100 / 0
setup buffers: 0 / 0
-- cell families after synthesis --
family,count (synthesis),synth area share
flops,32,1.00
No activity file was given, so power comes from the tool's default toggle rates.
