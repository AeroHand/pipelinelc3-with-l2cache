### run.sh
#!/bin/bash
# OpenROAD 26Q1-2900-gdf79404cd8, Yosys 0.63+post, stock flow scripts
make -C /OpenROAD-flow-scripts/flow DESIGN_CONFIG=/design/flow/config.mk WORK_HOME=/design/flow/orfs finish
### config.mk
export PLATFORM = sky130hd
export DESIGN_NAME = l2_cache_control
export DESIGN_NICKNAME = l2_cache_control
export VERILOG_FILES = /design/flow/design.v
export SDC_FILE = /design/flow/constraint.sdc
export NUM_CORES = 4
export LEC_CHECK = 1
export CORE_AREA = 10 10 70 70
export DIE_AREA = 0 0 80 80
### constraint.sdc
current_design l2_cache_control

set clk_period 1.9
set clk_io_pct 0.2

create_clock -name clk0 -period $clk_period [get_ports {clk}]

set non_clock_inputs [all_inputs -no_clocks]
set_input_delay [expr $clk_period * $clk_io_pct] -clock clk0 $non_clock_inputs
set_output_delay [expr $clk_period * $clk_io_pct] -clock clk0 [all_outputs]
### design.v
package lc3b_types;
typedef logic [15:0] lc3b_word;
typedef logic  [7:0] lc3b_byte;
typedef logic  [8:0] lc3b_offset9;
typedef logic  [5:0] lc3b_offset6;
typedef logic  [2:0] lc3b_reg;
typedef logic  [2:0] lc3b_nzp;
typedef logic  [1:0] lc3b_mem_wmask;
typedef logic	[19:0] lc3b_twenty;
typedef logic	[10:0] lc3b_eleven;
typedef logic	[3:0] lc3b_four;
typedef enum bit [3:0] {
    op_add  = 4'b0001,
    op_and  = 4'b0101,
    op_br   = 4'b0000,
    op_jmp  = 4'b1100,    
    op_jsr  = 4'b0100,    
    op_ldb  = 4'b0010,
    op_ldi  = 4'b1010,
    op_ldr  = 4'b0110,
    op_lea  = 4'b1110,
    op_not  = 4'b1001,
    op_rti  = 4'b1000,
    op_shf  = 4'b1101,
    op_stb  = 4'b0011,
    op_sti  = 4'b1011,
    op_str  = 4'b0111,
    op_trap = 4'b1111
} lc3b_opcode;
typedef enum bit [3:0] {
    alu_add,
    alu_and,
    alu_not,
    alu_pass,
    alu_sll,
    alu_srl,
    alu_sra
} lc3b_aluop;
typedef struct packed {
    logic [3:0] opcode;
    lc3b_aluop aluop;
    logic load_cc;
    logic load_regfile;
    logic load_mdr;
    logic load_mar;
    logic mem_read;
    logic mem_write;
    logic destmux_sel; 
    logic storemux_sel;
    logic adjmux_sel; 
    logic [2:0] pcmux_sel;
    logic [2:0] alumux_sel;
    logic [2:0] regfilemux_sel;
    logic [1:0] mdrmux_sel;
    logic [1:0] marmux_sel;
    logic if_id_enable;
    logic id_ex_enable;
    logic ex_mem_enable;
    logic mem_wb_enable;
    logic in_branch;
    logic in_byte;
    logic in_indirect;
    logic in_sti;
    logic in_mem;
    logic in_ld;
    logic in_st;
    logic set_r7;
    logic in_lea;
} lc3b_control_word;
endpackage : lc3b_types
import lc3b_types::*;
module l2_cache_control
(
	input clk,
	input mem_read,
	input mem_write,
	output logic mem_resp,
	input pmem_resp,
	output logic pmem_read,
	output logic pmem_write,
	input hit,
	input dirty,
	output logic lru_set,
	output logic vtd_set,
	output logic dirty_set,
	output logic rw_sel,
	output logic load_mux_sel,
	output logic addr_sel
);
enum int unsigned {
	compare,
	allocate,
	writeback
} state, next_state;
always_comb
begin : state_actions
    mem_resp = 0;
    pmem_read = 0;
    pmem_write = 0;
    vtd_set = 0;
    dirty_set = 0;
    rw_sel = 0;
    lru_set = 0;
    load_mux_sel = 0;
    addr_sel = 0;
    case(state)
    	compare: begin
    		if(mem_read || mem_write) begin
    			if(hit) begin
    				mem_resp = 1;
    				lru_set = 1;
    				if(mem_write) begin
    					vtd_set = 1;
    					dirty_set = 1;
    					rw_sel = 1;
    					load_mux_sel = 1;
    				end
    			end
    		end
    	end
    	allocate: begin
    		pmem_read = 1;
    		if(pmem_resp) vtd_set = 1;
    	end
    	writeback: begin
    		pmem_write = 1;
    		addr_sel = 1;
    	end
    	default:  ;
    endcase
end
always_comb
begin: next_state_logic
	next_state = state;
	case(state)
		compare: begin
			if(mem_read || mem_write) begin
				if(!hit) begin
					if(dirty) next_state = writeback;
					else next_state = allocate;
				end
			end
		end
		allocate: if(pmem_resp) next_state = compare;
		writeback: if(pmem_resp) next_state = allocate;
		default: next_state = compare;
	endcase
end
always_ff @(posedge clk)
begin: next_state_assignment
    state <= next_state;
end
endmodule : l2_cache_control
==> flow_metrics.py <==
# Synthesis and PnR figures
metrics = {
    "die": {
        "chipArea_um2": 6400,
        "std_cell_rows": 21,
        "initCoreUtil_pct": 5.71,
        "core_um2": 3420,
        "die_y_um": 80,
        "ios": 15,
        "die_w_um": 80,
    },
    "power": {
        "powerDensity_nw_per_um2": 1180,
        "p_comb_share_pct": 64.3,
        "p_sw_uw": 175,
        "p_sw_share_pct": 32.6,
        "p_clk_share_pct": 17.5,
        "leakage_nw": 0.241,
        "p_int_uw": 362,
        "pwr-share-seq_pct": 18.2,
        "ir_drop_mv": 0.331,
    },
    "clock_network": {
        "hold_buffers": 0,
        "clock-root-buffer": "clkbuf_4",
        "clkLatencyLatePin_ns": 0.22,
        "clkTransAtPathRegs_ns": 0.03,
        "htree_num_levels": 1,
        "cts.path.max_buffers": 2,
        "cts_tree": "yes",
        "numCtsBuffers": 3,
        "cts_num_sinks": 2,
    },
    "yosys": {
        "ys_warn_count": 1,
        "synthesis.area_um2": 195,
        "synth-area-yosys_um2": 195,
        "yosysUniqueCellTypes": 16,
        "ys_seq_share_pct": 30.8,
        "yosys_cells": 23,
        "synth_cells": 23,
        "synth_area_per_cell_um2": 8.49,
        "synth-seq-cells": 2,
    },
    "placement": {
        "dp_hpwl_um": 592,
        "place_inst": 80,
        "routabilityCongestion": 0.755,
        "port_buffers": 14,
        "post_dp_cell_area_um2": 373,
        "pre_cts_ws_ns": -0.342,
    },
    "timing": {
        "clock_skew_ns": 0.00282,
        "rsz0062_at_grt": "true",
        "worst_pin_slew_ns": 0.205,
        "finalMaxSlewViolations": 0,
        "slew_headroom_pct": 86.3,
        "timing.final.ws_setup_ns": 0.0749,
        "fmax_mhz": 548,
        "period_used_pct": 96.1,
        "finalHoldViolations": 0,
        "timing.final.crit_period_ns": 1.83,
        "holdWs_ns": 0.686,
        "finalSetupViolCount": 0,
    },
    "worst_hold_path": {
        "worstHoldStart": "state[1]$_DFFE_PP_",
        "min_to": "state[1]$_DFFE_PP_",
        "min_path_type": "reg -> reg",
        "hold_path_depth": 2,
    },
    "critical_path": {
        "path_class": "reg -> out",
        "reg2reg_depth": 3,
        "worstPathRequired_ns": 1.52,
        "critical_path.max_fanout": 2,
        "r2r-start": "state[1]$_DFFE_PP_",
        "r2r_end": "state[1]$_DFFE_PP_",
        "cp_data_arrival_time_ns": 1.45,
        "reg2reg_slack_ns": 0.49,
        "cp-end-kind": "output port",
        "worst_setup_path_start_kind": "register",
    },
    "route": {
        "vias_per_cell": 2.56,
        "vias": 220,
        "drtAntennaViolNets": 0,
        "drt-initial-drc-count": 1,
        "wl_per_cell_um": 9.03,
        "drc": 0,
        "first_pass_iters": 2,
        "routed_wirelength_um": 777,
        "antennaDiodeCount": 0,
    },
    "layout": {
        "fillCellCount": 401,
        "drive_gt1_share_pct": 35.0,
        "design_area_um2": 453,
        "reg_top3": "state: 2 flops",
        "top_register": "state",
        "final_cells": 86,
        "largest_register_ffs": 2,
        "area.growth.synth_to_final_pct": 132,
    },
    "global_routing": {
        "overflow": 0,
        "grt_use_total_pct": 2.48,
        "grt_max_degree": 8,
        "grt_pass1_wl_mm": 1.20,
        "grt_pass1_vias": 258,
        "antenna_found_initial": 0,
    },
    "job": {
        "cap_violations": 0,
        "tool_warnings": 26,
    },
    "status": {
        "status": "finished, final reports clean",
    },
}
-- area by class of cell --
| class | count | area, um^2 | area share (%) |
|---|---|---|---|
| Clock buffer | 3 | 22.5 | 4.97 |
| Inverter | 2 | 7.51 | 1.66 |
| Multi-Input combinational cell | 14 | 121 | 26.8 |
| Sequential cell | 2 | 60.1 | 13.3 |
| Tap cell | 46 | 57.6 | 12.7 |
| Timing Repair Buffer | 19 | 184 | 40.6 |
-- power groups by stage --
stage	registers, mW	logic, mW	clock network [mW]
after global routing	0.101	0.382	0.101
final	0.0975	0.345	0.0940
after CTS	0.0981	0.359	0.100
-- synth_stat cells, drive strengths merged --
library cell / n / area [um^2]
buf: 5 / 35.0
a21oi: 2 / 10.0
edfxtp: 2 / 60.1
inv: 2 / 7.51
nand2: 2 / 7.51
nor2: 2 / 15.0
a22oi: 1 / 12.5
and2: 1 / 6.26
and2b: 1 / 8.76
nor3: 1 / 5.00
nor3b: 1 / 7.51
nor4b: 1 / 8.76
o21ai: 1 / 5.00
or3: 1 / 6.26
-- through the flow --
| stage | util, % | setup TNS, ns | total power, mW |
|---|---|---|---|
| after detailed placement | 10.9 | -1.72 | 0.382 |
| after global routing | 13.3 | -0.0251 | 0.584 |
| after floorplan | - | 0 | 0.226 |
| after global placement | 10.9 | -1.62 | 0.374 |
| after CTS | 13.0 | 0 | 0.558 |
| final | 13.3 | 0 | 0.537 |
-- placed cells by master (no fill, tap or decap), drive strengths merged, types with 2 or more instances in the layout --
| cell | netlist | final |
|---|---|---|
| dlygate4sd2 | 0 | 6 |
| buf | 5 | 5 |
| clkdlybuf4s50 | 0 | 4 |
| dlymetal6s2s | 0 | 4 |
| clkbuf | 0 | 3 |
| inv | 2 | 2 |
| a21oi | 2 | 2 |
| edfxtp | 2 | 2 |
| nand2 | 2 | 2 |
| nor2 | 2 | 2 |
-- per-layer routing --
metal	wire length [um]	track usage (%)	vias to the layer above
li1	-	-	109
met1	397	3.21	91
met2	238	2.97	16
met3	115	1.93	4
met4	25	0.880	0
met5	0	0	-
-- logic make-up (layout without fill, tap and decap cells) --
logic type	Yosys count	count (layout)	share of synthesized area (%)
simple gates	10	10	33.3
flops	2	2	30.8
compound gates	4	4	14.1
buf+inv	7	24	21.8
-- how the worst max path moves through the flow --
stage / start / to / slack (ns) / depth (start not counted)
6_report: state[0]$_DFFE_PP_ / lru_set / 0.07 / 4
5_1_grt: state[0]$_DFFE_PP_ / mem_resp / -0.01 / 4
4_1_cts: state[0]$_DFFE_PP_ / dirty_set / 0.009 / 3
-- worst max-delay path, cell delays in order (launching register included) --
cell and delay (ns):
edfxtp_1 0.39, buf_4 0.17, buf_4 0.13, nor4b_4 0.27, dlygate4sd2_1 0.25
-- repair_timing --
| item | CTS | global route |
|---|---|---|
| resized | 12 | 4 |
| setup buffers | 3 | 0 |
| pin swaps | 1 | 1 |
| setup endpoints to repair | 9 | 6 |
No activity file was given, so power comes from the tool's default toggle rates.
